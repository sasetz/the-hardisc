===== flow/config.mk =====
export PLATFORM = sky130hd
export DESIGN_NAME = fast_adder_2
export DESIGN_NICKNAME = fast_adder_2
export VERILOG_FILES = /design/flow/design.v
export SDC_FILE = /design/flow/constraint.sdc
export NUM_CORES = 4
export LEC_CHECK = 1
export CORE_AREA = 10 10 93 93
export DIE_AREA = 0 0 103 103

===== flow/constraint.sdc =====
current_design fast_adder_2

set clk_period 12.0
set clk_io_pct 0.2

create_clock -name clk0 -period $clk_period

set non_clock_inputs [all_inputs -no_clocks]
set_input_delay [expr $clk_period * $clk_io_pct] -clock clk0 $non_clock_inputs
set_output_delay [expr $clk_period * $clk_io_pct] -clock clk0 [all_outputs]

===== flow/design.v =====
package edac;
    function logic[6:0] edac_checksum (input bit[31:0] s_data_i);
        logic[4:0] s_row[7];
        s_row[0][0] = s_data_i[0] ^ s_data_i[1] ^ s_data_i[2];
        s_row[0][1] = s_data_i[3] ^ s_data_i[4] ^ s_data_i[5];
        s_row[0][2] = s_data_i[6] ^ s_data_i[7] ^ s_data_i[14];
        s_row[0][3] = s_data_i[19] ^ s_data_i[22] ^ s_data_i[24];
        s_row[0][4] = s_data_i[30] ^ s_data_i[31];
        s_row[1][0] = s_data_i[4] ^ s_data_i[7] ^ s_data_i[8];
        s_row[1][1] = s_data_i[9] ^ s_data_i[10] ^ s_data_i[11];
        s_row[1][2] = s_data_i[12] ^ s_data_i[13] ^ s_data_i[14];
        s_row[1][3] = s_data_i[15] ^ s_data_i[18] ^ s_data_i[21];
        s_row[1][4] = s_data_i[24] ^ s_data_i[29];
        s_row[2][0] = s_data_i[3] ^ s_data_i[11] ^ s_data_i[16];
        s_row[2][1] = s_data_i[17] ^ s_data_i[18] ^ s_data_i[19];
        s_row[2][2] = s_data_i[20] ^ s_data_i[21] ^ s_data_i[22];
        s_row[2][3] = s_data_i[23] ^ s_data_i[26] ^ s_data_i[27];
        s_row[2][4] = s_data_i[29] ^ s_data_i[30];
        s_row[3][0] = s_data_i[2] ^ s_data_i[6] ^ s_data_i[10];
        s_row[3][1] = s_data_i[13] ^ s_data_i[15] ^ s_data_i[16];
        s_row[3][2] = s_data_i[24] ^ s_data_i[25] ^ s_data_i[26];
        s_row[3][3] = s_data_i[27] ^ s_data_i[28] ^ s_data_i[29];
        s_row[3][4] = s_data_i[30] ^ s_data_i[31];
        s_row[4][0] = s_data_i[1] ^ s_data_i[2] ^ s_data_i[5];
        s_row[4][1] = s_data_i[7] ^ s_data_i[9] ^ s_data_i[12];
        s_row[4][2] = s_data_i[15] ^ s_data_i[20] ^ s_data_i[21];
        s_row[4][3] = s_data_i[22] ^ s_data_i[23] ^ s_data_i[25];
        s_row[4][4] = s_data_i[26] ^ s_data_i[28];
        s_row[5][0] = s_data_i[0] ^ s_data_i[5] ^ s_data_i[6];
        s_row[5][1] = s_data_i[8] ^ s_data_i[12] ^ s_data_i[13];
        s_row[5][2] = s_data_i[14] ^ s_data_i[16] ^ s_data_i[17];
        s_row[5][3] = s_data_i[18] ^ s_data_i[19] ^ s_data_i[20];
        s_row[5][4] = s_data_i[28];
        s_row[6][0] = s_data_i[0] ^ s_data_i[1] ^ s_data_i[3];
        s_row[6][1] = s_data_i[4] ^ s_data_i[8] ^ s_data_i[9];
        s_row[6][2] = s_data_i[10] ^ s_data_i[11] ^ s_data_i[17];
        s_row[6][3] = s_data_i[23] ^ s_data_i[25] ^ s_data_i[27];
        s_row[6][4] = s_data_i[31];
        edac_checksum[0] = ^s_row[0];
        edac_checksum[1] = ^s_row[1];
        edac_checksum[2] = ^s_row[2];
        edac_checksum[3] = ^s_row[3];
        edac_checksum[4] = ^s_row[4];
        edac_checksum[5] = ^s_row[5];
        edac_checksum[6] = ^s_row[6];
    endfunction
endpackage
import p_hardisc::*;
module fast_adder #(
    parameter ADDONLY = 1,
    parameter WIDTH = 32
)(
    input logic[WIDTH-1:0] s_base_val_i,
    input logic[(WIDTH/2)-1:0] s_add_val_i,
    output logic[WIDTH-1:0] s_val_o
);
    localparam H_WIDTH = WIDTH/2;
    localparam H_MSB = H_WIDTH - 1;
    localparam MSB = WIDTH-1;
    logic[H_WIDTH:0] s_low_adder;
    logic[H_MSB:0] s_high_adder;
    logic[H_MSB:0] s_upper_part;
    assign s_low_adder  = {1'b0,s_base_val_i[H_MSB:0]} + {1'b0,s_add_val_i};
    assign s_val_o      = {s_upper_part,s_low_adder[H_MSB:0]};
    generate
        if(ADDONLY)begin
            assign s_high_adder = s_base_val_i[MSB:H_WIDTH] + {{(H_WIDTH-1){1'b0}},1'b1};
            assign s_upper_part = s_low_adder[H_WIDTH] ? s_high_adder : s_base_val_i[MSB:H_WIDTH];
        end else begin
            assign s_high_adder = s_base_val_i[MSB:H_WIDTH] + ((s_add_val_i[H_MSB]) ? {H_WIDTH{1'b1}} : {{(H_WIDTH-1){1'b0}},1'b1});
            assign s_upper_part = (s_add_val_i[H_MSB]) ? ( s_low_adder[H_WIDTH] ? s_base_val_i[MSB:H_WIDTH] : s_high_adder) : 
                                                      ( s_low_adder[H_WIDTH] ? s_high_adder : s_base_val_i[MSB:H_WIDTH]);
        end
    endgenerate
endmodule
module fast_adder_2 #(
    parameter WIDTH = 32,
    parameter ADDW = 16
)(
    input logic[WIDTH-1:0] s_base_val_i,
    input logic[ADDW-1:0] s_add_val_i,
    output logic[WIDTH-1:0] s_val_o
);
    logic[ADDW:0] s_low_adder;
    logic[WIDTH-ADDW-1:0] s_high_adder, s_upper_part;
    assign s_low_adder  = {1'b0,s_base_val_i[ADDW-1:0]} + {1'b0,s_add_val_i};
    assign s_val_o      = {s_upper_part,s_low_adder[ADDW-1:0]};
    assign s_high_adder = s_base_val_i[WIDTH-1:ADDW] + ((s_add_val_i[ADDW-1]) ? {(WIDTH-ADDW){1'b1}} : {{(WIDTH-ADDW-1){1'b0}},1'b1});
    assign s_upper_part = (s_add_val_i[ADDW-1]) ? ( s_low_adder[ADDW] ? s_base_val_i[WIDTH-1:ADDW] : s_high_adder) : 
                                                      ( s_low_adder[ADDW] ? s_high_adder : s_base_val_i[WIDTH-1:ADDW]);
endmodule
module fast_increment (
    input logic[31:0] s_base_val_i,
    output logic[31:0] s_val_o
);
    logic[4:0] s_adder[8];
    logic[15:0] s_p[2];
    assign s_adder[0] = {1'b0,s_base_val_i[3:0]} + 5'b1;
    assign s_adder[1] = {1'b0,s_base_val_i[7:4]} + 5'b1;
    assign s_adder[2] = {1'b0,s_base_val_i[11:8]} + 5'b1;
    assign s_adder[3] = {1'b0,s_base_val_i[15:12]} + 5'b1;
    assign s_adder[4] = {1'b0,s_base_val_i[19:16]} + 5'b1;
    assign s_adder[5] = {1'b0,s_base_val_i[23:20]} + 5'b1;
    assign s_adder[6] = {1'b0,s_base_val_i[27:24]} + 5'b1;
    assign s_adder[7] = {1'b0,s_base_val_i[31:28]} + 5'b1;
    assign s_p[0][3:0]      = (s_adder[0][3:0]);
    assign s_p[0][7:4]      = (s_adder[0][4]) ? s_adder[1][3:0] : s_base_val_i[7:4];
    assign s_p[0][11:8]     = (s_adder[0][4] & s_adder[1][4]) ? s_adder[2][3:0] : s_base_val_i[11:8];
    assign s_p[0][15:12]    = (s_adder[0][4] & s_adder[1][4] & s_adder[2][4]) ? s_adder[3][3:0] : s_base_val_i[15:12];
    assign s_p[1][3:0]      = (s_adder[4][3:0]);
    assign s_p[1][7:4]      = (s_adder[4][4]) ? s_adder[5][3:0] : s_base_val_i[23:20];
    assign s_p[1][11:8]     = (s_adder[4][4] & s_adder[5][4]) ? s_adder[6][3:0] : s_base_val_i[27:24];
    assign s_p[1][15:12]    = (s_adder[4][4] & s_adder[5][4] & s_adder[6][4]) ? s_adder[7][3:0] : s_base_val_i[31:28];
    assign s_val_o[15:0]    = s_p[0];
    assign s_val_o[31:16]    = (s_adder[0][4] & s_adder[1][4] & s_adder[2][4] & s_adder[3][4]) ? s_p[1] : s_base_val_i[31:16];
endmodule
module fast_shift #(
    parameter W = 32,
    parameter A = 2,
    parameter D = 1,
    parameter MS = W
)(
    input logic[$clog2(MS)-1:0] s_b_i,
    input logic[W-1:0] s_d_i,
    output logic[W-1:0] s_d_o
);
    localparam N = MS/A;
    logic[W-1:0] s_shifted[N]; 
    genvar i;
    generate
        for ( i=0 ; i<N ; i++ ) begin
            if(D == 0)
                assign s_shifted[i] = {{(i*2){1'b0}},s_d_i[(i)*2 +: W-(i)*2]};
            else
                assign s_shifted[i] = {s_d_i[0 +: W-(i)*2],{(i*2){1'b0}}};
        end
    endgenerate 
    assign s_d_o = s_shifted[s_b_i[A-1 +: $clog2(N)]];
endmodule

===== flow/run.sh =====
#!/bin/bash
# OpenROAD 26Q1-2900-gdf79404cd8, Yosys 0.63+post, stock flow scripts
make -C /OpenROAD-flow-scripts/flow DESIGN_CONFIG=/design/flow/config.mk WORK_HOME=/design/flow/orfs finish

==> impl_report.txt <==
PHYSICAL IMPLEMENTATION REPORT
----------------------------------------------------
[Yosys]
  Cells taking the most area after synthesis ........................ ha_1 (22%), xnor2_1 (9.2%), mux2_4 (7.9%)
  Arithmetic-cell share of the synthesized area counting full adders, half adders and majority gates ........................ approximately a quarter
  Leading cell type by number of instances after synthesis ........................ ha_1
  Sequential area share after synthesis ........................ 0%
  Cell types with the highest counts after synthesis ........................ ha_1 (30), a21oi_1 (24), xnor2_1 (18)
  Dominant kind of combinational cell ........................ AND-OR/OR-AND gates
  Number of distinct library cell variants in the gate-level netlist after synthesis ........................ roughly 55
  Synth Instances ........................ 210
  Simple-gate portion of the synthesized area ........................ 16.3%
  Aoi share ........................ between 20% and 30%
  Xor+xnor area frac ........................ between 10 and 15%
  Yosys stat cell total ........................ 210
  Synthesized chip area reported by yosys ........................ roughly 1700 µm²
  Synth Area per Inst ........................ 8.19 µm²
  Cell type with the largest total area after synthesis ........................ ha_1
  MUX share of area ........................ 12.3%
  Synthesis warning total ........................ 1
  Synth top area share ........................ approximately 22%
  Post-Syn Area ........................ 1720 µm²

[Place]
  Number of instances in the placed design ........................ 367
  Dpl hpwl ........................ 4.30 mm
  Post-Place Cell Area ........................ 2590 µm²
  Number of input and output port buffers inserted ........................ ~80
  Worst-case setup slack after placement ........................ between 3 and 4 ns
  Placer's final routability congestion estimate ........................ 0.881

[Power]
  Switching Fraction ........................ 36.9%
  Internal power summed over all cells ........................ 101 µW
  Static Leak ........................ 1.10 nW
  Part of the power in combinational logic ........................ 100.0%
  Total Power Consumption ........................ roughly 160 µW
  Clock network fraction of design power ........................ 0%
  Power Dens Cells ........................ 61.8 nW/µm²
  Max rail drop VDD ........................ 0.0244 mV
  Switch Pwr ........................ roughly 60 µW
  Fraction of power consumed by sequential logic ........................ 0%

[Layout]
  Fill cell count ........................ 681
  FF+latch area ........................ 0 µm²
  Synth-to-layout area growth ........................ 50.6%
  Number of sequential cells in the layout ........................ 0
  Number of clock-tree buffers in the layout ........................ 0
  Area of all placed cells without fillers ........................ 2590 µm²
  Fin cells ........................ between 300 and 400
  Final standard cell utilization of the core ........................ between 30% and 40%
  Share of post-route cells with drive strength above 1 ........................ 9.76%
  Multi-input logic area ........................ around 1700 µm²

[Global routing]
  First-pass GRT wire length ........................ 7.91 mm
  Maximum number of pins on one net before global-route repair ........................ 20
  Initial antenna violation count ........................ 0
  Total Routing Usage GR ........................ 8.71%
  Total gr overflow ........................ 0
  Number of global-route vias before repair ........................ between 1500 and 2000

[Critical path]
  Crit path buf inv count ........................ 2
  Required time at the worst-slack endpoint ........................ 9.60 ns
  Highest net fanout along the worst path ........................ 15
  Top cell by count, worst path ........................ clkdlybuf4s50_1
  Master of the slowest instance on the critical path ........................ xor2_4
  Start-to-end type of the worst setup path ........................ primary input to output port
  Type of origin of the critical path ........................ primary input
  Data arrival time at the worst-slack endpoint ........................ approximately 5.7 ns
  Delay contributed by the slowest stage of the critical path ........................ 0.54 ns
  Setup crit end kind ........................ output port
  CP Cell Sequence ........................ clkdlybuf4s50_1 > ha_1 > fa_1 > a211oi_1 > o21ai_1 > a21oi_2 > o31ai_4 > xor2_4 > mux2_2 > clkdlybuf4s50_1
  CP delay by family, top ........................ AND-OR/OR-AND gates

[Hold path]
  Count of cells along the worst hold path ........................ 3
  Hold Path Sink ........................ s_val_o[31]
  Min-delay src ........................ s_base_val_i[31]
  Class of the most critical hold timing path ........................ primary input to output port

[Job]
  Number of warning messages in the logs ........................ 32
  # Max-Cap Violations ........................ 0

[Final timing]
  Setup repair after global routing missed its margin ........................ false
  Count of endpoints failing setup in the final report ........................ 0
  Maximum frequency from static timing analysis ........................ 0.124 GHz
  Final count of pins violating max slew ........................ 0
  Post-route clock period utilization ........................ 67.3%
  Worst hold slack ........................ 5.73 ns
  Rel. slew slack ........................ 58.3%
  Aggregate negative setup slack ........................ 0 ns
  Hold violation count in the final report ........................ 0
  Crit path time final ........................ between 8 and 9 ns
  Worst setup margin ........................ approximately 3.9 ns
  Transition time at the pin with the least slew margin ........................ between 0.6 and 0.7 ns

[Route]
  Routed vias ........................ 1795
  Starting DRC count in detailed routing ........................ 34
  Via/cell ratio ........................ 4.89
  Wirelength per Cell ........................ between 10 and 15 µm
  Antenna diode count ........................ 0
  Number of iterations in the first detailed-routing pass ........................ 3
  Wire length reported by the detailed router ........................ between 4 and 5 mm
  Count of unresolved DRC violations after routing ........................ 0
  Number of nets still failing antenna checks after routing ........................ 0

[Floorplanning]
  Number of top-level design ports ........................ 80
  Die extent in x ........................ 103 µm
  # rows ........................ 30
  Chip height ........................ 103 µm
  Core utilization before placement ........................ about 25%
  Core Area ........................ 6760 µm²
  Die ar. ........................ 10600 µm²

[Outcome]
  Status ........................ completed

[Clock network]
  Post CTS Setup Buffer Count ........................ 0
  Cts repair resizes ........................ 0
  Number of hold buffers added after cts ........................ 0

----------------------------------------------------
[layout by cell type (no fill, tap or decap), types with 3 or more instances in the layout]
cell type,Yosys,final
a21o_1,8,8
a21oi_1,24,24
a31oi_1,3,3
and3_1,3,3
and3_2,3,3
clkdlybuf4s50_1,0,80
ha_1,30,30
inv_1,6,6
mux2_2,5,5
mux2_4,9,9
nand2_1,5,5
nand3_1,6,6
nor2_1,13,13
nor3_1,5,5
o21a_1,4,4
o21ai_0,10,10
o21bai_1,4,4
xnor2_1,18,18
xor2_1,7,7
[how the worst max path moves through the flow]
stage              startpoint          end  cells after the start
finish        s_base_val_i[0]  s_val_o[17]                     10
global route  s_base_val_i[0]  s_val_o[17]                     10
CTS           s_base_val_i[0]  s_val_o[17]                     10
[worst min-delay path: stages]
cell and delay, ns:
clkdlybuf4s50_1 0.47, xnor2_1 0.07, clkdlybuf4s50_1 0.40
[cell families (layout without fill, tap and decap cells)]
| logic type | count (synthesis) | in the layout |
|---|---|---|
| buffers and inverters | 10 | 87 |
| muxes | 16 | 16 |
| adders and majority gates | 32 | 32 |
| xor gates and xnor gates | 26 | 26 |
| and+or+nand+nor | 51 | 51 |
| AOI/OAI and AO/OA | 75 | 75 |
[power by group through the flow]
stage     registers [mW]  logic [mW]  clock network, mW
4_1_cts                0       0.163                  0
5_1_grt                0       0.177                  0
6_report               0       0.160                  0
[final cells by class]
cell class | count | area share (%)
Multi-Input combinational cell | 200 | 64.0
Tap cell | 80 | 3.87
Inverter | 6 | 0.870
Timing Repair Buffer | 81 | 31.2
[routing by layer]
metal | wire length, µm | global-route usage [%] | part of all wire [%]
met1 | 2240 | 11.1 | 46
met2 | 2130 | 15.1 | 44
met3 | 459 | 2.44 | 9.5
met4 | 0 | 0 | 0
met5 | 0 | 0 | 0
Power figures rest on the tool's default switching activity, not on a simulated workload.
